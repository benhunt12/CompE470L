$ cat /design/flow/run.sh
#!/bin/bash
# OpenROAD 26Q1-2900-gdf79404cd8, Yosys 0.63+post, stock flow scripts
make -C /OpenROAD-flow-scripts/flow DESIGN_CONFIG=/design/flow/config.mk WORK_HOME=/design/flow/orfs finish
$ cat /design/flow/design.v
module ioTest ( 
					input  [3:0] IO_PB,        
				   input  [7:0] IO_DSW,       
				   output reg [7:0] IO_LED,   
					output [3:0] IO_SSEGD,     
					output [7:0] IO_SSEG,      
					output IO_SSEG_COL,        
					output DEC_POINT);         
	assign IO_SSEG_COL = 1;  
	assign DEC_POINT = 1;    
	reg [3:0] _and, _or, _nand, _nor;  
	assign IO_SSEGD[3:0] = 4'b1111;
	assign IO_SSEG[7:0] = 8'b11111111;
	always @* begin
		_and = IO_DSW[7:4] & IO_DSW[3:0];
		_or = IO_DSW[7:4] | IO_DSW[3:0];
		_nand = ~(IO_DSW[7:4] & IO_DSW[3:0]);
		_nor = ~(IO_DSW[7:4] | IO_DSW[3:0]);
   end
	always  @* begin
		if (IO_PB[0] == 0)
			IO_LED <= _and;
		else if (IO_PB[1] == 0)
			IO_LED <= _or;	
		else if (IO_PB[2] == 0)
			IO_LED <= _nand;
		else if (IO_PB[3] == 0)
			IO_LED <= _nor;
		else
			IO_LED <= 4'b0000;
	end
endmodule
$ cat /design/flow/constraint.sdc
current_design ioTest

set clk_period 1.0
set clk_io_pct 0.2

create_clock -name clk0 -period $clk_period

set non_clock_inputs [all_inputs -no_clocks]
set_input_delay [expr $clk_period * $clk_io_pct] -clock clk0 $non_clock_inputs
set_output_delay [expr $clk_period * $clk_io_pct] -clock clk0 [all_outputs]
$ cat /design/flow/config.mk
export PLATFORM = sky130hd
export DESIGN_NAME = ioTest
export DESIGN_NICKNAME = ioTest
export VERILOG_FILES = /design/flow/design.v
export SDC_FILE = /design/flow/constraint.sdc
export NUM_CORES = 4
export LEC_CHECK = 1
export CORE_AREA = 10 10 70 70
export DIE_AREA = 0 0 80 80
==> run notes <==
impl run done, here's what came out: CLK BUF 0, simple share 0.305, post-DP HPWL 852 um, Syn Std Cell Area 299 um^2, Switching Share 0.438, Synth top cells by count buf_4, nor2_1, a21oi_1, nor3_1, FP Core Util 0.0875, Worst VDD drop 0.0486 mV, crit path max fanout 5, P_int 0.0986 mW, XOR/XNOR Fraction of Synth Area 0, fin crit period 1.01 ns, placed insts 110, CORE AREA 3420 um^2, adder share 0, yosys aoi share 0.218, Syn. warnings 1, fin area 528 um^2, worst setup margin -0.0141 ns, Hold Worst Slack 0.708 ns, drt first-iter violations 13, Filler Cell Count 394, initial antenna violation count 0, Seq Cell Count 0, Avg WL per Cell 9.27 um, CP arrival 0.81 ns, Flop area 0 um^2, most frequent cell after synthesis buf_4, Yosys cell types 13, first-pass GRT wire length 1.48 mm, I/O pin total 34, placement row count 21, Congestion Overflow GR 0, setup_tns -0.0148 ns, met1 usage 0.0389, largest net degree at the start of global routing 7, share of cells above drive strength 1 0.484, Worst Setup Start Kind input port, Mean Syn Cell Area 6.36 um^2, sequential fraction of design power 0, MUX area fraction 0, vias 327, setup violators final 2, Clock Power Share 0, # diodes 0, top cells, area buf_4, o221ai_1, nand3b_1, vias in the first global route 314, Critical Path Sink IO_LED[3], RSZ-0062 raised after global routing true, grt met3 use 0.00795, met2 Use GR 0.0401, Synth top area share 0.452, type of the worst setup path in -> out, Post-Syn Instances 47, area grow syn2layout 76.6%, CP Capture Type primary output, antenna-violating nets left 0, post-CTS setup buffer count 0, combinational power share 1.000, GRT Total Usage 0.0268, Logic family by area buffers and inverters, vias per inst 2.97, Die ar. 6400 um^2, gpl congestion 0.713, global route hottest layer met2, Yosys Instances 47, Finished Layout Cells 110, Cell Pwr Density 333 nW/um^2, Lkg Pwr 0.228 nW, total power 0.176 mW, violated checks negative setup slack, IO Port Bufs 16, NetSw 0.0770 mW, Yosys top cell by area buf_4, Post-Place Cell Area 464 um^2, status finished with violations, Worst setup startpoint IO_PB[1], DRC 0, max_cap viols 0, router iterations before antenna repair 2, Final Hold Viols 0, Die H 80 um, Max Clk Rate 986 MHz, CTS Hold Bufs 0, Yosys chip area 299 um^2, Post-Route WL 1.02 mm, tool warnings 34, Worst Hold Class in -> out, sequential-to-total area share from yosys stat 0, critical path data required time 0.80 ns, post-layout period usage 1.01, Pins Over Slew Limit 0, Chip Width 80 um
==> worst max-delay path: stages <==
cell and delay [ns]:
buf_4 0.14, nand2b_4 0.15, o221ai_1 0.19, buf_2 0.13
==> power groups by stage <==
| stage | Combinational [mW] | Clock (mW) | Sequential (mW) |
|---|---|---|---|
| after CTS | 0.154 | 0 | 0 |
| final | 0.176 | 0 | 0 |
| after global routing | 0.197 | 0 | 0 |
==> per-stage QoR <==
step	util	setup slack, ns
final	0.155	-0.0141
after CTS	0.138	-0.00708
after global placement	0.136	-0.853
after detailed placement	0.136	-0.854
after floorplan	-	0.218
after global routing	0.155	-0.0893
==> per-layer routing <==
layer	vias up	part of all wire
met4	0	0
met2	21	0.45
met3	0	0.081
met5	-	0
li1	165	-
met1	141	0.47
==> final cells by class <==
type / count / area [um^2] / share of cell area
timing repair buffer: 19 / 174 / 0.329
tap: 46 / 57.6 / 0.109
multi-input combinational: 45 / 297 / 0.562
==> cell usage in the layout (no fill, tap or decap) <==
master / netlist / routed
a21oi_1: 4 / 3
a21oi_2: 0 / 1
buf_2: 0 / 7
buf_4: 18 / 2
buf_6: 0 / 7
buf_8: 0 / 3
conb_1: 2 / 18
nand2_1: 1 / 1
nand2b_1: 2 / 1
nand2b_4: 0 / 1
nand3b_1: 3 / 3
nor2_1: 6 / 5
nor2_2: 0 / 1
nor3_2: 1 / 2
nor3_4: 0 / 3
o2111ai_2: 0 / 1
o21ai_2: 0 / 2
o221ai_1: 3 / 2
o221ai_2: 0 / 1
==> worst min path at each step <==
stage | cells past startpoint | from | slack (ns) | endpoint
after CTS | 4 | IO_DSW[0] | 0.76 | IO_LED[0]
after global routing | 4 | IO_DSW[0] | 0.74 | IO_LED[0]
final | 4 | IO_DSW[0] | 0.71 | IO_LED[0]
==> timing repair <==
item,CTS,global route
resized,81,16
endpoints found under the hold margin,0,0
setup endpoints to repair,4,4
pin swaps,12,6
==> cells by family (layout without fill, tap and decap cells) <==
logic type,Yosys count,in the layout
buffers and inverters,18,19
AND/OR/NAND/NOR,17,17
AND-OR/OR-AND,10,10
other,2,18
Power and IR drop assume default switching activity.
